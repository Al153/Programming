--- flow/config.mk ---
export PLATFORM = sky130hd
export DESIGN_NAME = counter
export DESIGN_NICKNAME = counter
export VERILOG_FILES = /design/flow/design.v
export SDC_FILE = /design/flow/constraint.sdc
export NUM_CORES = 4
export LEC_CHECK = 1
export CORE_AREA = 10 10 93 93
export DIE_AREA = 0 0 103 103
--- flow/run.sh ---
#!/bin/bash
# OpenROAD 26Q1-2900-gdf79404cd8, Yosys 0.63+post, stock flow scripts
make -C /OpenROAD-flow-scripts/flow DESIGN_CONFIG=/design/flow/config.mk WORK_HOME=/design/flow/orfs finish
--- flow/constraint.sdc ---
current_design counter

set clk_period 6.5
set clk_io_pct 0.2

create_clock -name clk0 -period $clk_period [get_ports {clock}]

set non_clock_inputs [all_inputs -no_clocks]
set_input_delay [expr $clk_period * $clk_io_pct] -clock clk0 $non_clock_inputs
set_output_delay [expr $clk_period * $clk_io_pct] -clock clk0 [all_outputs]
--- flow/design.v ---
module counter (
	clock,
	control,
	out
	);
input wire clock;
input wire [1:0] control;
output reg [15:0] out;
	always @ (posedge clock) 
		begin : COUNTER
			if (control == 2'b0) begin
				out <= 16'b0;
			end
			else if (control == 2'b1) begin
				out <= out + 1;
			end
			else if (control == 2'b11) begin
				out <= out - 1;
			end
		end
endmodule 
==> impl_metrics.toml <==
# yosys + openroad results
[status]
status = "finished, final reports clean"

[setup_path]
critPathLaunchType = "input port"
critPathRequiredTime_ns = 6.64
path_max_fanout = 17
crit_type = "input port to flip-flop"
endpoint_kind = "flip-flop"
cp.arrival_ns = 4.62

[placement]
dp.cells = 246
place_hpwl_mm = 2.31
io_buffers = 18
placed_area_um2 = 1510
place_ws_ns = 1.73
gp_congestion = 0.858

[timing]
fmax_mhz = 223
fin_crit_ns = 4.48
finalCritPeriodShare = 0.689
worst_pin_slew_ns = 0.650
hold_viol = 0
slew_headroom = 0.567
fin_ws_ns = 2.02
setup_tns_ns = 0
clock-skew-final_ns = 0.00260
rsz0062_at_grt = "no"
whs_ns = 0.484
maxSlewViolCount = 0
setup_violations = 0

[final_layout]
drive_above_1_share = 0.0592
fin_area_um2 = 1560
final_util = 0.230
reg_top3 = "out (16)"
seq_area_um2 = 320
stdcell_count = 249
mi_logic_area_um2 = 891
largest_register_ffs = 16
fill_cells = 738
regMostFlops = "out"
area_delta_synth_final_pct = 23.2

[cts]
cts_tree = "yes"
cts.sinks = 16
clock_latency_ns = 0.25
hold_buffers = 0
cts.clk_slew.worst_paths_ns = 0.06
cts_setup_buffers = 0
root_buffer = "clkbuf_8"
clockBufferDepth = 2
htree_levels = 1
post_cts_resized = 0
cts_inserted_buffers = 3

[power_and_ir_drop]
intPower_mw = 0.453
sw_frac_of_total = 0.423
p_leak_nw = 0.619
p_sw_mw = 0.332
power_mw = 0.786
pwr-share-seq = 0.233
p_clk_frac = 0.098
pwr_density_cell_nw_per_um2 = 505
comb_power_share = 0.669
peakVddDrop_mv = 0.119

[route]
detailedRoute.firstPassIterationCount = 4
drtAntennaViolNets = 0
totalWireLength_mm = 3.10
drc_errors = 0
diodes = 0
wl_per_cell_um = 12.4
via_per_inst = 4.49
drtIter0Drc = 80
num_vias = 1117

[flow_run]
log.warning_count = 26
cap_violations = 0

[logic_synthesis]
synth_seq_share = 0.254
syn_inst = 155
synth_area_leader_cell = "dfxtp_1"
syn_area_um2 = 1260
top_area_frac = 0.254
syn_area_per_cell_um2 = 8.14
yosys-top-cells-count = "o21ai_0 (18), nand2_1 (17), dfxtp_1 (16)"
synthArstFlopShare = 0
yosys_area_um2 = 1260
edf_count = 0
synth-main-ff-cell = "dfxtp_1"
yosysWarnings = 1
synthTopCellsByArea = "dfxtp_1 (25%), ha_1 (15%), o21ai_0 (7.1%), nand2_1 (5.1%), nand3_1 (4.4%)"
yosys_cells = 155
yosysUniqueCellTypes = 36
most_common_cell = "o21ai_0"
ys_ff = 16

[grt]
grt_max_degree = 23
grt_pass1_wl_mm = 5.52
grt_pass1_vias = 1122
track_usage = 0.0636
overflow = 0
antenna_found_initial = 0

[worst_hold_path]
hp-class = "flip-flop to flip-flop"

[floorplan]
pin_count = 19
die_y_um = 103
die_x_um = 103
chip_area_um2 = 10600
fp-utilization = 0.187
core_um2 = 6760
rows = 30
## power groups by stage
stage                 combinational, mW  sequential (mW)  clock, mW
after CTS                         0.532            0.185     0.0807
after global routing              0.607            0.193     0.0846
final                             0.526            0.183     0.0769
## routing by layer
| layer | GRT usage | part of all wire |
|---|---|---|
| met1 | 0.0900 | 0.50 |
| met5 | 0 | 0 |
| met2 | 0.0956 | 0.43 |
| met4 | 0.00749 | 0.0084 |
| met3 | 0.0203 | 0.068 |
## cell type report
cell class / count / share of cell area
multi-input combinational: 126 / 0.573
sequential: 16 / 0.206
timing repair buffer: 18 / 0.116
tap: 80 / 0.0644
clock buffer: 3 / 0.0265
inverter: 6 / 0.0145
## cell usage in the layout (no fill, tap or decap), types with 2 or more instances in the layout
| master | instances |
|---|---|
| o21ai_0 | 18 |
| and3_1 | 2 |
| inv_1 | 6 |
| nand3_1 | 11 |
| xor2_1 | 5 |
| nand4_1 | 3 |
| a21oi_1 | 8 |
| o21a_1 | 4 |
| nor2_1 | 5 |
| xnor2_1 | 5 |
| nand2_1 | 17 |
| dfxtp_1 | 16 |
| a211oi_1 | 4 |
| a31o_2 | 2 |
| or3_1 | 2 |
| a31oi_1 | 3 |
| ha_1 | 15 |
| a21o_1 | 5 |
| nor3_1 | 2 |
| clkdlybuf4s50_1 | 18 |
| clkbuf_8 | 3 |
## worst max-delay path: stages
cell             delay [ns]
clkdlybuf4s50_1        0.74
nand2b_1               0.62
ha_1                   0.56
nand2_1                0.12
a2111oi_4              0.40
nor3_2                 0.11
o31ai_2                0.25
xor2_1                 0.18
mux2_1                 0.33
## path summary, 6_finish.rpt
kind | startpoint | end | slack [ns] | cells past startpoint
worst min register to register | out[4] | out[4] | 0.48 | 2
worst max register to register | out[0] | out[12] | 4.22 | 8
worst max-delay path | control[1] | out[15] | 2.02 | 9
worst min-delay path | out[4] | out[4] | 0.48 | 2
## kinds of logic (layout without fill, tap and decap cells)
logic type | Yosys count | after routing | synth area share
compound gates | 52 | 52 | 0.279
simple gates | 47 | 47 | 0.184
fa+ha+maj | 16 | 16 | 0.165
flops | 16 | 16 | 0.254
buf+inv | 13 | 27 | 0.0406
xor+xnor | 10 | 10 | 0.0694
mux | 1 | 1 | 0.00892
Power figures rest on the tool's default switching activity, not on a simulated workload.
